==> design/flow/design.v <==
`timescale 1ns / 1ps
module spd_mod_sub_stgb(
    input           clk,
    input           rst_n,
    input           mod_vld_i,
    input [1:0]     op_sel_i,
    input [255:0]   op_mod_num_i,
    input [511:0]   p512_a,
    output[255:0]   op_add_sub_res,
    output          mod_fin_o,
    output reg [255:0]   p256_b
);
localparam      OP_MUL = 2'b00;
localparam      OP_ADD = 2'b01;
localparam      OP_SUB = 2'b10;
wire [255:0]    op_a;
wire [255:0]    op_b;
wire [255:0]    mod_num_p_cmp;  
wire [255:0]    op_b_cmp; 
wire            op_is_add;
wire            op_is_sub;
reg  [31:0]     m [15:0];
wire [255:0]    s [14:0];
wire [289:0]    a_mid_290;
reg  [289:0]    a_mid_290_tmp;
reg  [289:0]    a_mid_290_tmp_1;
reg  [31:0]     mm [8:0]; 
reg  [33:0]     s_tmp_11_14;
wire [255:0]    t1;
wire [255:0]    t2;
wire [255:0]    t3;
wire [256:0]    out_m;
wire [256:0]    out_m_mod;
wire            out_m_c; 
wire            out_m_mod_c; 
reg                 mod_vld_r1;
wire                mod_vld_redge;
wire                mul_cyc_0;
reg                 mul_cyc_1,mul_cyc_2,mul_cyc_3;
wire [256:0]        op_mod_num;
wire [256:0]        op_mod_num_cmp;
wire [255:0]    P256 = {
    8'hFF, 8'hFF, 8'hFF, 8'hFE, 8'hFF, 8'hFF, 8'hFF, 8'hFF,  
    8'hFF, 8'hFF, 8'hFF, 8'hFF, 8'hFF, 8'hFF, 8'hFF, 8'hFF,
    8'hFF, 8'hFF, 8'hFF, 8'hFF, 8'h00, 8'h00, 8'h00, 8'h00,
    8'hFF, 8'hFF, 8'hFF, 8'hFF, 8'hFF, 8'hFF, 8'hFF, 8'hFF 
    } ;
integer i;
assign          {op_a,op_b}     =   p512_a;
assign          mod_num_p_cmp   =   op_is_add ? op_mod_num_i : ( ~op_mod_num_i ) + 1'b1; 
assign          op_b_cmp        =   op_is_add ? op_b : ( ~op_b ) + 1'b1; 
assign          op_is_add       =   op_sel_i == OP_ADD;
assign          op_is_sub       =   op_sel_i == OP_SUB;
assign          op_is_mul       =   op_sel_i == OP_MUL;
always @(posedge clk or negedge rst_n) begin
    if(~rst_n) begin
        mod_vld_r1              <= 1'b0;
    end else begin
        mod_vld_r1              <= mod_vld_i;
    end
end
assign              mod_vld_redge   =   mod_vld_i && ~mod_vld_r1;
assign              mul_cyc_0       =   mod_vld_redge;
always @(posedge clk or negedge rst_n) begin
    if(~rst_n) begin
        {mul_cyc_1,mul_cyc_2,mul_cyc_3}   <= 3'b0;
    end else if(op_is_mul)begin
        {mul_cyc_1,mul_cyc_2,mul_cyc_3}   <= {mul_cyc_0,mul_cyc_1,mul_cyc_2};
    end
end
always@(*)begin
    for (i = 0; i<=15 ; i = i + 1 ) begin
        m[i] = p512_a[32*(i + 1) - 1 -:32];
    end
end
always@(*)begin
    for (i = 0; i<=8 ; i = i + 1 ) begin
        mm[i] = a_mid_290[32*(i + 1) - 1 -:32];
    end
end
assign      s[0] =    {32'h0	,32'h0	,32'h0	,32'h0	,32'h0	,32'h0	, 32'h0	,32'h0};
assign      s[1] =    {m[7] 	,m[6]	,m[5]	,m[4]	,m[3]	,m[2]	,m[1]	,m[0]};
assign      s[2] =    {m[15]	,m[14]	,m[13]	,m[12]	,m[11]	,32'h0	,m[9]	,m[8]};
assign      s[3] =    {m[14]	,32'h0	,m[15]	,m[14]	,m[13]	,32'h0	,m[14]	,m[13]};
assign      s[4] =    {m[13]	,32'h0	,32'h0	,32'h0	,32'h0	,32'h0	,m[15]	,m[14]};
assign      s[5] =    {m[12]	,32'h0	,32'h0	,32'h0	,32'h0	,32'h0	,32'h0	,m[15]};
assign      s[6] =    {m[11]	,m[11]	,m[10]	,m[15]	,m[14]	,32'h0	,m[13]	,m[12]};
assign      s[7] =    {m[10]	,m[15]	,m[14]	,m[13]	,m[12]	,32'h0	,m[11]	,m[10]};
assign      s[8] =    {m[9] 	,32'h0	,32'h0	,m[9]	,m[8]	,32'h0	,m[10]	,m[9]};
assign      s[9] =    {m[8] 	,32'h0	,32'h0	,32'h0	,m[15]	,32'h0	,m[12]	,m[11]};
assign      s[10] =   {m[15]	,32'h0	,32'h0	,32'h0	,32'h0	,32'h0	,32'h0	,32'h0};
assign      s[11] =   {32'h0	,32'h0	,32'h0	,32'h0	,32'h0	, m[14]	, 32'h0	,32'h0};
assign      s[12] =   {32'h0	,32'h0	,32'h0	,32'h0	,32'h0	, m[13]	, 32'h0	,32'h0};
assign      s[13] =   {32'h0	,32'h0	,32'h0	,32'h0	,32'h0	, m[9]	, 32'h0	,32'h0};
assign      s[14] =   {32'h0	,32'h0	,32'h0	,32'h0	,32'h0	, m[8]	, 32'h0	,32'h0};
assign      a_mid_290 = a_mid_290_tmp_1;
always @(posedge clk or negedge rst_n) begin
    if(~rst_n) begin
        s_tmp_11_14                <= 34'd0;
        a_mid_290_tmp              <= 290'b0;
        a_mid_290_tmp_1            <= 290'b0;
    end else if(mul_cyc_0)begin
        s_tmp_11_14                <= m[14]+m[13]+m[9]+m[8];
        a_mid_290_tmp              <= s[1]+s[2]+2*(s[3]+s[4]+s[5]+s[10])+s[6]+s[7] ;
    end else if(mul_cyc_1)begin
        a_mid_290_tmp_1            <= a_mid_290_tmp-{s_tmp_11_14,64'h0}+s[8]+s[9];
    end
end
assign      t1  =   op_is_mul ? {mm[7],mm[6],mm[5],mm[4],mm[3],mm[2],mm[1],mm[0]}
                    :   op_a;
assign      t2  =   op_is_mul ? {mm[8], 32'h0,32'h0,32'h0,mm[8],32'h0,32'h0,mm[8]}
                    :   op_b_cmp;
assign      t3  =   op_is_mul ? {32'h0,32'h0,32'h0,32'h0,32'h0, mm[8], 32'h0,32'h0}
                    :   256'd0;
assign      op_mod_num = (op_is_mul || op_is_add) ? op_mod_num_cmp : op_mod_num_i;
assign      op_mod_num_cmp  =   {1'b1,{~op_mod_num_i + 1'b1}};
assign          out_m           = t1 + t2 - t3;          
assign          out_m_mod       = out_m + op_mod_num;  
assign          out_m_c         =   out_m[256];     
assign          out_m_mod_c     =   out_m_mod[256]; 
always @(posedge clk or negedge rst_n) begin
    if(~rst_n) begin
        p256_b              <= 256'b0;
    end else if(mul_cyc_2)begin
        p256_b <= out_m_mod_c ? out_m[255:0] : out_m_mod[255:0];
    end
end
assign              mod_fin_o       =       op_is_sub || op_is_add ? mul_cyc_0 : mul_cyc_3;
assign              op_add_sub_res  =       ( (out_m_mod_c && op_is_add) || (out_m_c && op_is_sub))?   
                                            out_m[255:0]
                                        :   out_m_mod[255:0]
                                        ;
endmodule
==> design/flow/run.sh <==
#!/bin/bash
# OpenROAD 26Q1-2900-gdf79404cd8, Yosys 0.63+post, stock flow scripts
make -C /OpenROAD-flow-scripts/flow DESIGN_CONFIG=/design/flow/config.mk WORK_HOME=/design/flow/orfs finish
==> design/flow/config.mk <==
export PLATFORM = sky130hd
export DESIGN_NAME = spd_mod_sub_stgb
export DESIGN_NICKNAME = spd_mod_sub_stgb
export VERILOG_FILES = /design/flow/design.v
export SDC_FILE = /design/flow/constraint.sdc
export NUM_CORES = 4
export LEC_CHECK = 1
export CORE_UTILIZATION = 40
==> design/flow/constraint.sdc <==
current_design spd_mod_sub_stgb

set clk_period 270.5
set clk_io_pct 0.2

create_clock -name clk0 -period $clk_period [get_ports {clk}]

set non_clock_inputs [all_inputs -no_clocks]
set_input_delay [expr $clk_period * $clk_io_pct] -clock clk0 $non_clock_inputs
set_output_delay [expr $clk_period * $clk_io_pct] -clock clk0 [all_outputs]
==> results.txt <==
From the run reports.

- Yosys attributes the largest share of cell area to dfrtp_1 14%, fa_1 13%, ha_1 12%.
- The final-layout fill cell count reads 37,050.
- The largest net degree at the start of global routing reads 145.
- The post-synthesis cell count reads 19,140.
- In the finished design, the share of the clock period the worst path needs comes to 0.4687.
- The register share after synthesis is 0.1404.
- The count of flip-flops with a built-in enable after synthesis reads 0.
- The I/O pin total reads 1,286.
- The clock insertion delay at the later pin of the skew report reads 1.01 ns.
- The H-tree was split into 3 levels.
- The count of input and output buffers reads 1,285.
- The count of cells resized by post-cts repair is 0.
- The worst endpoint required time is 216.40 ns.
- The hold path startpoint reads a_mid_290[105].
- The combinational power share is 0.864.
- The area of placed instances is 171,900 sq um.
- The aggregate negative setup slack reads 0 ns.
- The chip footprint is 377,700 sq um.
- The area share of the largest cell type after synthesis is 0.1404.
- The fraction of the core area occupied by cells at floorplan reads 0.4027.
- Hold-check failures listed in the final report amount to 0.
- The number of synthesis warnings reads 4.
- The mean instance size in the synthesized netlist reads 7.845 sq um.
- The async set-or-reset flop fraction in the synthesized netlist is 1.000.
- The vertical die size reads 614.6 um.
- The flow ran to the end, but the final reports show violations.
- After clock tree synthesis, the flow added hold-fix buffers numbering 0.
- The per-cell routed wire length is 40.68 um.
- Before antenna repair, the detailed router went through 9 iterations.
- The overflow left after global routing reads 0.
- The number of setup buffers added after CTS is 0.
- Note, the detailed placer reported a final HPWL of 882,400 um.
- Compared with the post-synthesis result, the final layout area differs by 17.72%.
- The leakage component of the power is 0.07774 uW.
- The main flop type after synthesis is dfrtp_1.
- The share of total power dissipated in the clock network is 0.058.
- Per the post-CTS timing run, clock transition at the registers of the reported paths is 0.06 ns.
- The largest fanout on the critical path is 62.
- The horizontal die dimension reported for this design is 614.6 um.
- The areal power density over the cells reads 17.42 nW/um^2.
- The worst setup path category is in -> out.
- The final non-filler cell area reads 176,700 sq um.
- Setup repair after global routing left no endpoint under its margin.
- The sequential share of power is 0.078.
- The detailed router finished its first iteration with 19,360 violations.
- STA reports a reg2reg setup slack of 255.02 ns.
- The cell type of the slowest stage on the worst timing path is nor4_1.
- The largest buffer count on any clock path is 4.
- Per the slew report, the remaining headroom to the max-slew limit stands at -0.05603.
- The buffer type at the clock tree root is clkbuf_16.
- The global-route wire length before repair is 1,382,000 um.
- The count of different cell masters after synthesis is 98.
- The number of global-route vias before repair reads 150,700.
- In this run the worst hold path is classified as reg -> reg.
- The number of max-cap violations is 1.
- The synthesized chip area reported by yosys is 150,100 sq um.
- The stage logs contain a warning count of 48.
- The power report lists cell-internal power as 1284 uW.
- At the end of routability-driven placement, the weighted congestion stood at 1.322.
- The number of sinks on the clock net reads 842.
- The count of endpoints failing setup in the final report is 0.
- The minimum clock period is 126.77 ns.
- For the pin with the worst max-slew slack, the measured transition is 1.567 ns.
- The worst clock skew on the final layout reads 0.1025 ns.
- The count of antenna-violating nets left after detailed routing is 0.
- The number of cell rows is 224.
- The startpoint of the worst-slack reg-to-reg timing path reads a_mid_290[259].
- The placeable core area is 372,800 sq um.
- The number of cells in the yosys synthesis report is 19,140.
- Summed over all layers, the routed wires come to 1,049,000 um.
- In the routed layout, each cell is associated on average with a via count of 6.322.
- The number of max-slew violations in the final report reads 2.
- Per STA, the highest per-stage delay on the worst path measures 0.76 ns.
- The mapped netlist covers 150,100 sq um.
- Summed over all routing layers, the global router reports a total usage of 0.5673.
- Per the timing report, the achievable frequency comes out to 0.007888 GHz.
- The cell type that accounts for the most area after synthesis is dfrtp_1.
- The data arrival time of the worst path reads 72.67 ns.
- The CTS tree is built.
- Counting flops and latches in the post-synthesis netlist gives 842.
- The remaining design rule violation count reads 0.
- The share of final-layout standard cells stronger than drive strength 1 reads 0.06931.
- The total vias in the final route is 163,000.
- STA classifies the critical path endpoint as an output pin.
- The fraction of power spent switching nets reads 0.5829.
- The most numerous cell type found on the critical path is a21oi_1.
- Tracing the worst setup path back leads to its startpoint at p512_a[9].
- The checks that failed: capacitance limit, slew limit.
- The switching power is 1794 uW.
- The clock buffer count from CTS reads 119.
- The nature of the critical path startpoint reads an input port.
- The maximum ir drop on the vdd rail reads 0.00001922 V.
- The initial antenna violation count is 239.
critical path, delay by kind of cell:
kind,cells,cell delay [ns]
compound gates,24,6.21
xor+xnor,3,0.62
fa+ha+maj,3,1.08
buf+inv,8,3.97
mux,1,0.41
simple gates,23,5.96
stage by stage:
stage                     std cells  hold WS [ns]  power, uW  setup WS (ns)    util
after floorplan               19140        0.4296       1637         151.12       -
after global placement        25320        0.4497       2766         144.16  0.4612
after detailed placement      25320        0.4560       2754         144.13  0.4612
after CTS                     25530        0.4701       2947         144.05  0.4723
after global routing          25680        0.4931       3202         142.99  0.4734
final                         25790        0.4684       3079         143.73  0.4741
kinds of logic (layout without fill, tap and decap cells):
| family | count (synthesis) | in the layout | share of synthesized area |
|---|---|---|---|
| buffers and inverters | 2391 | 3815 | 0.06092 |
| xor gates and xnor gates | 1740 | 1740 | 0.1017 |
| adders and majority gates | 2432 | 2432 | 0.2508 |
| AOI/OAI and AO/OA | 5372 | 5372 | 0.2140 |
| and+or+nand+nor | 5575 | 5575 | 0.1775 |
| muxes | 783 | 783 | 0.05469 |
| other | 0 | 256 | 0 |
| DFF | 842 | 842 | 0.1404 |
metal layers:
| metal | up-vias | track usage | share of wire |
|---|---|---|---|
| met5 | - | 0.2183 | 0.0086 |
| met4 | 196 | 0.4824 | 0.11 |
| met3 | 2966 | 0.3857 | 0.17 |
| met2 | 11780 | 0.6795 | 0.36 |
| met1 | 77840 | 0.6588 | 0.35 |
| li1 | 70260 | - | - |
synthesized netlist by cell type (all sizes together), types with 93 or more instances:
| library cell | number |
|---|---|
| a21o | 654 |
| a21oi | 1701 |
| a31oi | 187 |
| and3 | 114 |
| buf | 114 |
| clkbuf | 739 |
| dfrtp | 842 |
| fa | 962 |
| ha | 1466 |
| inv | 1537 |
| mux2 | 297 |
| mux2i | 486 |
| nand2 | 1985 |
| nand2b | 279 |
| nand3 | 263 |
| nand4 | 435 |
| nor2 | 1150 |
| nor2b | 127 |
| nor3 | 407 |
| nor4 | 226 |
| o21a | 136 |
| o21ai | 1732 |
| o21bai | 330 |
| o31ai | 114 |
| or3 | 210 |
| or4 | 93 |
| xnor2 | 936 |
| xor2 | 802 |
final timing paths:
check | end | cells past startpoint
max in group asynchronous | a_mid_290_tmp[47] | 7
hold reg to reg | a_mid_290[105] | 2
min in group asynchronous | p256_b[194] | 1
setup / recovery | op_add_sub_res[20] | 62
hold / removal | a_mid_290[105] | 2
setup reg to reg | p256_b[3] | 51
layout make-up:
type | count | area, sq um | area share
Tap cell | 4972 | 6221 | 0.03521
Multi-Input combinational cell | 15900 | 120000 | 0.6792
Sequential cell | 842 | 21070 | 0.1192
Inverter | 1538 | 5781 | 0.03271
Timing Repair Buffer | 2064 | 18820 | 0.1065
Clock inverter | 71 | 983.4 | 0.005565
Clock buffer | 142 | 3174 | 0.01796
Antenna cell | 256 | 640.6 | 0.003625
state kept, by name (all words and copies together) (netlist names):
register and count:
a_mid_290 288, a_mid_290_tmp 260, mod_vld_r1 1, mul_cyc_1 1, mul_cyc_2 1, mul_cyc_3 1, p256_b 256, s_tmp_11_14 34
power groups by stage:
stage / Combinational (uW) / Clock (uW) / Sequential [uW]
4_1_cts: 2530 / 178 / 238
5_1_grt: 2770 / 182 / 247
6_report: 2660 / 178 / 241
cells in the final DEF, fill, tap and decap left out, drive strengths merged, types with 34 or more instances in the layout:
master and count:
clkdlybuf4s50 1280, or3 210, nor2 1150, o41ai 36
a211oi 66, o31ai 114, clkbuf 142, inv 1550
o31a 34, nand2b 279, dfrtp 842, nand3 263
nor3 407, o21a 136, xnor2 936, and2 70
o21ai 1732, a31oi 187, o21bai 330, and3 114
xor2 802, nand4 435, fa 962, or2 70
diode 256, nor4 226, o211ai 46, a221oi 38
or4 93, a21boi 56, nor2b 127, ha 1466
a21o 654, a21oi 1701, buf 784, mux2i 486
nand2 1985, mux2 297
Power and IR drop assume default switching activity.
