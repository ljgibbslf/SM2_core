### /design/flow/design.v
`timescale 1ns / 1ps
module spd_mod_sub(
    input           clk,
    input           rst_n,
    input           mod_vld_i,
    input [511:0]   p512_a,
    output          mod_fin_o,
    output reg [255:0]   p256_b
);
reg  [31:0]     m [15:0];
wire [255:0]    s [14:0];
wire [289:0]    a_mid_290;
reg  [289:0]    a_mid_290_tmp;
reg  [289:0]    a_mid_290_tmp_1;
reg  [31:0]     mm [8:0]; 
reg  [33:0]     s_tmp_11_14;
wire [255:0]    t1;
wire [255:0]    t2;
wire [255:0]    t3;
wire [256:0]    out_m;
wire [256:0]    out_m_s_p256;
wire            out_m_bg_p256; 
reg                 mod_vld_r1;
wire                mod_vld_redge;
wire                mul_cyc_0;
reg                 mul_cyc_1,mul_cyc_2,mul_cyc_3;
wire [255:0]    P256 = {
    8'hFF, 8'hFF, 8'hFF, 8'hFE, 8'hFF, 8'hFF, 8'hFF, 8'hFF,  
    8'hFF, 8'hFF, 8'hFF, 8'hFF, 8'hFF, 8'hFF, 8'hFF, 8'hFF,
    8'hFF, 8'hFF, 8'hFF, 8'hFF, 8'h00, 8'h00, 8'h00, 8'h00,
    8'hFF, 8'hFF, 8'hFF, 8'hFF, 8'hFF, 8'hFF, 8'hFF, 8'hFF 
    } ;
integer i;
always @(posedge clk or negedge rst_n) begin
    if(~rst_n) begin
        mod_vld_r1              <= 1'b0;
    end else begin
        mod_vld_r1              <= mod_vld_i;
    end
end
assign              mod_vld_redge   =   mod_vld_i && ~mod_vld_r1;
assign              mul_cyc_0       =   mod_vld_redge;
always @(posedge clk or negedge rst_n) begin
    if(~rst_n) begin
        {mul_cyc_1,mul_cyc_2,mul_cyc_3}   <= 3'b0;
    end else begin
        {mul_cyc_1,mul_cyc_2,mul_cyc_3}   <= {mul_cyc_0,mul_cyc_1,mul_cyc_2};
    end
end
always@(*)begin
    for (i = 0; i<=15 ; i = i + 1 ) begin
        m[i] = p512_a[32*(i + 1) - 1 -:32];
    end
end
always@(*)begin
    for (i = 0; i<=8 ; i = i + 1 ) begin
        mm[i] = a_mid_290[32*(i + 1) - 1 -:32];
    end
end
assign      s[0] =    {32'h0	,32'h0	,32'h0	,32'h0	,32'h0	,32'h0	, 32'h0	,32'h0};
assign      s[1] =    {m[7] 	,m[6]	,m[5]	,m[4]	,m[3]	,m[2]	,m[1]	,m[0]};
assign      s[2] =    {m[15]	,m[14]	,m[13]	,m[12]	,m[11]	,32'h0	,m[9]	,m[8]};
assign      s[3] =    {m[14]	,32'h0	,m[15]	,m[14]	,m[13]	,32'h0	,m[14]	,m[13]};
assign      s[4] =    {m[13]	,32'h0	,32'h0	,32'h0	,32'h0	,32'h0	,m[15]	,m[14]};
assign      s[5] =    {m[12]	,32'h0	,32'h0	,32'h0	,32'h0	,32'h0	,32'h0	,m[15]};
assign      s[6] =    {m[11]	,m[11]	,m[10]	,m[15]	,m[14]	,32'h0	,m[13]	,m[12]};
assign      s[7] =    {m[10]	,m[15]	,m[14]	,m[13]	,m[12]	,32'h0	,m[11]	,m[10]};
assign      s[8] =    {m[9] 	,32'h0	,32'h0	,m[9]	,m[8]	,32'h0	,m[10]	,m[9]};
assign      s[9] =    {m[8] 	,32'h0	,32'h0	,32'h0	,m[15]	,32'h0	,m[12]	,m[11]};
assign      s[10] =   {m[15]	,32'h0	,32'h0	,32'h0	,32'h0	,32'h0	,32'h0	,32'h0};
assign      s[11] =   {32'h0	,32'h0	,32'h0	,32'h0	,32'h0	, m[14]	, 32'h0	,32'h0};
assign      s[12] =   {32'h0	,32'h0	,32'h0	,32'h0	,32'h0	, m[13]	, 32'h0	,32'h0};
assign      s[13] =   {32'h0	,32'h0	,32'h0	,32'h0	,32'h0	, m[9]	, 32'h0	,32'h0};
assign      s[14] =   {32'h0	,32'h0	,32'h0	,32'h0	,32'h0	, m[8]	, 32'h0	,32'h0};
assign      a_mid_290 = a_mid_290_tmp_1;
always @(posedge clk or negedge rst_n) begin
    if(~rst_n) begin
        s_tmp_11_14                <= 34'd0;
        a_mid_290_tmp              <= 290'b0;
        a_mid_290_tmp_1            <= 290'b0;
    end else if(mul_cyc_0)begin
        s_tmp_11_14                <= m[14]+m[13]+m[9]+m[8];
        a_mid_290_tmp              <= s[1]+s[2]+2*(s[3]+s[4]+s[5]+s[10])+s[6]+s[7] ;
    end else if(mul_cyc_1)begin
        a_mid_290_tmp_1            <= a_mid_290_tmp-{s_tmp_11_14,64'h0}+s[8]+s[9];
    end
end
assign      t1  =   {mm[7],mm[6],mm[5],mm[4],mm[3],mm[2],mm[1],mm[0]};
assign      t2  =   {mm[8], 32'h0,32'h0,32'h0,mm[8],32'h0,32'h0,mm[8]};
assign      t3  =   {32'h0,32'h0,32'h0,32'h0,32'h0, mm[8], 32'h0,32'h0};
assign          out_m  = t1 + t2 - t3;
assign          out_m_s_p256 = out_m - P256;
assign          out_m_bg_p256   =   out_m_s_p256[256]; 
always @(posedge clk or negedge rst_n) begin
    if(~rst_n) begin
        p256_b              <= 256'b0;
    end else if(mul_cyc_2)begin
        p256_b <= out_m_bg_p256 ? out_m[255:0] : out_m_s_p256[255:0];
    end
end
assign              mod_fin_o       =       mul_cyc_3;
endmodule
### /design/flow/run.sh
#!/bin/bash
# OpenROAD 26Q1-2900-gdf79404cd8, Yosys 0.63+post, stock flow scripts
make -C /OpenROAD-flow-scripts/flow DESIGN_CONFIG=/design/flow/config.mk WORK_HOME=/design/flow/orfs finish
### /design/flow/config.mk
export PLATFORM = sky130hd
export DESIGN_NAME = spd_mod_sub
export DESIGN_NICKNAME = spd_mod_sub
export VERILOG_FILES = /design/flow/design.v
export SDC_FILE = /design/flow/constraint.sdc
export NUM_CORES = 4
export LEC_CHECK = 1
export CORE_UTILIZATION = 50
### /design/flow/constraint.sdc
current_design spd_mod_sub

set clk_period 45.1
set clk_io_pct 0.2

create_clock -name clk0 -period $clk_period [get_ports {clk}]

set non_clock_inputs [all_inputs -no_clocks]
set_input_delay [expr $clk_period * $clk_io_pct] -clock clk0 $non_clock_inputs
set_output_delay [expr $clk_period * $clk_io_pct] -clock clk0 [all_outputs]
==> results_slide.txt <==
Key Metrics from the Run

Run status
  – Status: complete, but fails checks
  – Failing checks: capacitance limit, slew limit

Timing
  – RSZ-0062 raised after global routing: false
  – Setup-failing EPs final: 0
  – Slack of the critical path: 20640 ps
  – Relative slew margins: -12.9%
  – Setup TNS: 0 ps
  – Final hold slack: 448 ps
  – Final Slew Violations: 6
  – Top achievable clock speed: 0.0409 GHz
  – Max Clock Skew: about 94 ps
  – Min Tclk post-route: 24460 ps
  – Tcrit/Tclk final: 54.2%
  – Final Hold Fails: 0
  – Worst Tran Pin Value: between 1500 and 2000 ps

Clocking
  – # clock sinks: 842
  – Post-cts sizing count: 0
  – Hold_buf cts: 0
  – Longest Clk Path Bufs: 3
  – Clock latency on the worst-skew pair: 790 ps
  – Root buf cell: clkbuf_16
  – H-tree depth: 3
  – CTS clk-pin slew, worst paths: 60 ps
  – CTS tree: done
  – Setup Fix Bufs, Post-CTS: 0
  – Inserted Clock Buffers: roughly 96

Worst setup path
  – Largest stage delay, worst path: 820 ps
  – Critical R2R Capture: p256_b[14]
  – Worst path most repeated cell: o21ai_0
  – CP Launch Type: input pin
  – Worst Setup End Kind: register
  – CP max stage cell: a2111oi_0
  – CP Data Arrival Time: 25060 ps
  – Crit path max fanout: 7
  – RR Startpoint: a_mid_290[259]
  – CP required: 45710 ps
  – Reg2Reg Depth: 28
  – Setup slack, reg-to-reg: 33000 ps
  – Setup CP Type: in2reg

Job
  – Max-cap violations: 3
  – Tool warnings: between 40 and 50

Yosys
  – Seq share, synth: roughly 17%
  – Leading area contributor after synthesis: dfrtp_1
  – YS chip area: 0.122 sq mm
  – Top cells by count, synth: nand2_1, inv_1, o21ai_0
  – Largest type area fraction: between 15 and 20%
  – Yosys cell types: ~110
  – Synth async-reset ratio: ~100%
  – Post-Syn Area: between 0.1 and 0.15 sq mm
  – Synthesized area per cell: ~8 sq um
  – Flops out of synthesis: approximately 840
  – Post-Syn Instances: 14895
  – Commonest flop: dfrtp_1
  – Yosys warning total: 3
  – Cell area leaders: dfrtp_1, fa_1, ha_1
  – Cells in synth_stat.txt: between 10000 and 15000
  – Synth top cell by count: nand2_1
  – Post-synth EDFFs: 0

Cells and area
  – Fin util: a little under three fifths
  – Area Overhead vs Synth: 13.1%
  – Share of cells above drive strength 1: between 6 and 7%

Global route
  – Vias in the first global route: 117349
  – Largest net degree at the start of global routing: 203
  – First-pass GRT wire length: 883000 um
  – Grt total ovfl: 0
  – Initial antenna violation count: 62
  – GRT Total Usage: 53.9%

Route
  – Wire per inst: approximately 34 um
  – 1st-iter DRT viols: 14098
  – DR pass1 iterations: 10
  – DRC: 0
  – Antenna violation net count after detailed routing: 0
  – DRT Wirelength: 641000 um
  – Vias/cell: approximately 6.6
  – Vias after detailed routing: 123773

Worst hold path
  – Hold Crit Depth: 0
  – Worst Hold Launch: mul_cyc_1
  – Tightest Hold Check Type: reg2reg
  – Worst Hold End: mul_cyc_2

Placement
  – Place WS: between 20000 and 25000 ps
  – DP HPWL: 549000 um
  – Number of port buffers: slightly below 800
  – Final Wtd Congestion: 1.26

Floorplanning
  – DIE AREA: 0.246 sq mm
  – Die width: 496 um
  – Rows: 180
  – I/O Pins: 772
  – Area of the core: roughly 0.24 sq mm
  – Starting density of the core: 50.4%
  – Die height: roughly 500 um
[worst max-delay path: cells and delay by family]
kind / cells / cell delay [ps]
buffers and inverters: 7 / 1400
AOI/OAI and AO/OA: 33 / 10800
xor gates and xnor gates: 2 / 360
adders and majority gates: 8 / 2520
and+or+nand+nor: 5 / 930
[state kept, by name (all words and copies together) (netlist names)]
register	count
s_tmp_11_14	34
mul_cyc_2	1
mod_vld_r1	1
mul_cyc_3	1
mul_cyc_1	1
a_mid_290	288
p256_b	256
a_mid_290_tmp	260
[per-layer routing]
| metal | share of wire (%) | global-route usage (%) | routed length [um] | vias up |
|---|---|---|---|---|
| li1 | - | - | - | 54036 |
| met1 | 34 | 62.9 | 218000 | 58393 |
| met2 | 38 | 70.1 | 246000 | 9123 |
| met3 | 16 | 31.0 | 103000 | 2147 |
| met4 | 11 | 45.5 | 72200 | 74 |
| met5 | 0.38 | 9.83 | 2440 | - |
[kinds of logic (layout without fill, tap and decap cells)]
kind of cell	Yosys count	in the layout	synth area share [%]
XOR/XNOR	1241	1241	8.93
adder cells (fa/ha/maj)	2041	2041	26.7
AND-OR/OR-AND	3956	3956	19.9
multiplexers	257	257	2.37
AND/OR/NAND/NOR	4740	4740	19.1
flip-flops	842	842	17.3
other	0	55	0
buffers and inverters	1818	2579	5.69
[cells in the final DEF (no fill, tap or decap), types with 475 or more instances in the layout]
master,count
nand2_1,1587
inv_1,1244
o21ai_0,1196
a21oi_1,1160
ha_1,1112
fa_1,929
nor2_1,892
dfrtp_1,841
clkdlybuf4s50_1,760
xnor2_1,672
xor2_1,564
a21o_1,475
[stage by stage]
step,instance area [sq um],std cells
finish,138000,18896
global route,138000,18863
CTS,138000,18840
detailed placement,134000,18663
global placement,134000,18663
floorplan,122000,14895
[cell type report]
class | instances | area [sq um]
clock inverters | 50 | 697
repair buffers | 1157 | 10600
inverters | 1245 | 4670
flip-flops and latches | 842 | 21100
multi-input cells | 12235 | 93900
well taps | 3185 | 3990
clock buffers | 127 | 2690
fillers | 20509 | 104000
diodes | 55 | 138
[worst max path at each step]
stage | cells after the start | to | startpoint | slack [ps]
after global routing | 55 | a_mid_290_tmp[252] | p512_a[418] | 20140
after CTS | 55 | a_mid_290_tmp[256] | p512_a[418] | 21190
final | 55 | a_mid_290_tmp[256] | p512_a[418] | 20640
